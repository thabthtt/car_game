**./design.v**
```verilog
module vga_driver (
    input wire clk,        
    input wire rst,        
    output reg hsync,      
    output reg vsync,      
    output reg [9:0] h_count,
    output reg [9:0] v_count
);
    parameter h_active = 640;
    parameter h_front_porch = 16;
    parameter h_sync_pulse = 96;
    parameter h_back_porch = 48;
    parameter h_total_pixels = 800;
    parameter v_active = 480;
    parameter v_front_porch = 10;
    parameter v_sync_pulse = 2;
    parameter v_back_porch = 33;
    parameter v_total_lines = 525;
    always @(posedge clk or posedge rst) begin
        if (rst) begin
            h_count <= 0;
            v_count <= 0;
        end else begin
            if (h_count < h_total_pixels - 1) begin
                h_count <= h_count + 1;
            end else begin
                h_count <= 0;
                if (v_count < v_total_lines - 1) begin
                    v_count <= v_count + 1;
                end else begin
                    v_count <= 0;
                end
            end
        end
    end
    always @(*) begin
        hsync = ~((h_count >= (h_active + h_front_porch)) && (h_count < (h_active + h_front_porch + h_sync_pulse)));
        vsync = ~((v_count >= (v_active + v_front_porch)) && (v_count < (v_active + v_front_porch + v_sync_pulse)));
    end
endmodule
```
**./run.sh**
```bash
#!/bin/bash
# OpenROAD 26Q1-2900-gdf79404cd8, Yosys 0.63+post, stock flow scripts
make -C /OpenROAD-flow-scripts/flow DESIGN_CONFIG=/design/flow/config.mk WORK_HOME=/design/flow/orfs finish
```
**./config.mk**
```make
export PLATFORM = sky130hd
export DESIGN_NAME = vga_driver
export DESIGN_NICKNAME = vga_driver
export VERILOG_FILES = /design/flow/design.v
export SDC_FILE = /design/flow/constraint.sdc
export NUM_CORES = 4
export LEC_CHECK = 1
export CORE_AREA = 10 10 108 108
export DIE_AREA = 0 0 118 118
```
**./constraint.sdc**
```tcl
current_design vga_driver

set clk_period 3.6
set clk_io_pct 0.2

create_clock -name clk0 -period $clk_period [get_ports {clk}]

set non_clock_inputs [all_inputs -no_clocks]
set_input_delay [expr $clk_period * $clk_io_pct] -clock clk0 $non_clock_inputs
set_output_delay [expr $clk_period * $clk_io_pct] -clock clk0 [all_outputs]
```
==> impl_metrics.xml <==
<?xml version="1.0" encoding="UTF-8"?>
<metrics>
  <group name="outcome">
    <metric name="status" unit="">finished clean</metric>
  </group>
  <group name="floorplan">
    <metric name="die_h" unit="um">118</metric>
    <metric name="die_w" unit="um">118</metric>
    <metric name="die-area" unit="um2">13920</metric>
    <metric name="num_io_pins" unit="">24</metric>
    <metric name="rows" unit="">35</metric>
    <metric name="floorplan.core_area" unit="um2">9284</metric>
    <metric name="starting_density_of_the_core" unit="%">11.59</metric>
  </group>
  <group name="yosys">
    <metric name="synth_compound_gate_area_share" unit="%">16.40</metric>
    <metric name="topCombFamilyByArea" unit="">simple AND/OR/NAND/NOR gates</metric>
    <metric name="post_synth_fa_ha_maj_area_fraction" unit="%">3.488</metric>
    <metric name="xor_xnor_area_share" unit="%">5.698</metric>
    <metric name="synth_chip_area" unit="um2">1076</metric>
    <metric name="ys_seq_share" unit="%">46.51</metric>
    <metric name="mapped_cell_area" unit="um2">1076</metric>
    <metric name="post_synth_inst_count" unit="">109</metric>
    <metric name="numSynthFlops" unit="">20</metric>
    <metric name="synth.yosys.warnings" unit="">1</metric>
    <metric name="yosys.cell_types.count" unit="">28</metric>
    <metric name="ys_cells" unit="">109</metric>
    <metric name="synthesis.area_per_instance" unit="um2">9.872</metric>
    <metric name="ys_sh_mux" unit="%">0</metric>
    <metric name="synth.largest_area_cell" unit="">dfrtp_1</metric>
    <metric name="simple_gate_share" unit="%">22.67</metric>
    <metric name="netlist_top_cells_area" unit="">dfrtp_1 (47%), a22o_1 (5.7%), nor2_1 (4.5%)</metric>
    <metric name="synthDominantCellAreaShare" unit="%">46.51</metric>
  </group>
  <group name="drt">
    <metric name="drt_pass1_iterations" unit="">4</metric>
    <metric name="post_drt_wl_per_cell" unit="um">10.25</metric>
    <metric name="drt_drc_violations_left" unit="">0</metric>
    <metric name="via_per_inst" unit="">3.397</metric>
    <metric name="dr_total_vias" unit="">890</metric>
    <metric name="drt_iter0_markers" unit="">48</metric>
    <metric name="wl" unit="mm">2.685</metric>
    <metric name="antenna-diode-count" unit="">0</metric>
    <metric name="drtAntennaViolNets" unit="">0</metric>
  </group>
  <group name="cts">
    <metric name="holdBufCountCts" unit="">0</metric>
    <metric name="post_cts_resized" unit="">0</metric>
    <metric name="clockBufferDepth" unit="">2</metric>
    <metric name="post-cts-setup-buffer-count" unit="">0</metric>
    <metric name="cts_tree" unit="">done</metric>
    <metric name="tritoncts.num_buffers" unit="">3</metric>
    <metric name="htree_levels" unit="">1</metric>
    <metric name="cts.clk_slew.worst_paths" unit="ps">70</metric>
    <metric name="clk_root_buffer_cell" unit="">clkbuf_8</metric>
    <metric name="worstSkewPairLatency" unit="ps">250</metric>
    <metric name="tritoncts_num_sinks" unit="">20</metric>
  </group>
  <group name="worst_setup_path">
    <metric name="endpoint_kind" unit="">output port</metric>
    <metric name="critPathBufInv" unit="">1</metric>
    <metric name="crit_path_start_kind" unit="">flop</metric>
    <metric name="critPathMaxStageDelay" unit="ps">460</metric>
    <metric name="worstRegToRegCells" unit="">5</metric>
    <metric name="worst_path_max_delay_cell" unit="">clkdlybuf4s50_1</metric>
    <metric name="critPathMaxFanout" unit="">6</metric>
    <metric name="critical_path_cell_count" unit="">4</metric>
    <metric name="worstPathRequired" unit="ps">2880</metric>
    <metric name="path_cells" unit="">and2_1 -&gt; and3_1 -&gt; nand3_1 -&gt; clkdlybuf4s50_1</metric>
    <metric name="criticalPathCategory" unit="">reg2out</metric>
    <metric name="worst-endpoint-arrival" unit="ps">1610</metric>
    <metric name="worst_path_dominant_cell_family" unit="">simple AND/OR/NAND/NOR gates</metric>
  </group>
  <group name="power_and_ir_drop">
    <metric name="vdd_ir_drop_max" unit="V">0.0001117</metric>
    <metric name="power.static_leakage" unit="nW">0.5770</metric>
    <metric name="power.density_cell_area" unit="nW/um2">252.2</metric>
  </group>
  <group name="job">
    <metric name="maxCapViolCount" unit="">0</metric>
    <metric name="openroad_warnings" unit="">27</metric>
  </group>
  <group name="final_timing">
    <metric name="setup_repair_after_global_routing_missed_its_margin" unit="">false</metric>
    <metric name="tightestPinTransition" unit="ps">806.5</metric>
    <metric name="number_of_hold_violations_in_the_final_report" unit="">0</metric>
    <metric name="drv_slew" unit="">0</metric>
    <metric name="clock_skew" unit="ps">3.055</metric>
    <metric name="final_min_period_over_clock_period" unit="%">64.84</metric>
    <metric name="slew-limit-headroom" unit="%">46.18</metric>
    <metric name="fmax" unit="MHz">428.4</metric>
    <metric name="period_needed" unit="ps">2334</metric>
    <metric name="finalSetupViolations" unit="">0</metric>
    <metric name="setup_total_negative_slack" unit="ps">0</metric>
    <metric name="hold_slack_final" unit="ps">563.2</metric>
  </group>
  <group name="grt">
    <metric name="number_of_antenna_violations_at_the_first_check_in_global_routing" unit="">0</metric>
    <metric name="first_global_vias" unit="">868</metric>
    <metric name="grt_max_degree" unit="">21</metric>
    <metric name="overflow" unit="">0</metric>
    <metric name="grt_first_pass_wirelength" unit="mm">4.478</metric>
    <metric name="grt_use_total" unit="%">3.765</metric>
  </group>
  <group name="finish">
    <metric name="final-instance-count-excl-fill" unit="">262</metric>
    <metric name="layout-drive-gt1-share" unit="%">6.767</metric>
    <metric name="syn2layout_area_growth" unit="%">38.14</metric>
  </group>
  <group name="hold_path">
    <metric name="hold_path.class" unit="">reg2reg</metric>
    <metric name="worstHoldPathCells" unit="">1</metric>
  </group>
  <group name="placed_design">
    <metric name="routabilityCongestion" unit="">0.7837</metric>
    <metric name="dp_hpwl" unit="mm">1.989</metric>
    <metric name="portBuffers" unit="">23</metric>
    <metric name="post-place-cells" unit="">259</metric>
  </group>
</metrics>
logic make-up after synthesis:
kind of cell | count (synthesis)
flops | 20
compound gates | 24
fa+ha+maj | 3
simple gates | 45
buf+inv | 10
xor+xnor | 7
synthesized netlist by cell type:
master and n:
nand2_1 3, a21boi_2 1, ha_1 3, o21ai_0 7
xor2_1 2, nor2b_1 6, nor3_1 5, o311ai_2 1
and3_1 5, a22o_1 7, and4_1 1, a31oi_1 2
buf_4 1, nor4_2 1, dfrtp_1 20, a21oi_1 3
nand3_2 1, xnor2_1 5, buf_6 2, nand3_1 5
nand4_1 2, o21ai_2 1, nor2_1 13, and2_1 2
inv_1 7, o2bb2ai_1 1, a21o_1 1, nor4b_1 1
placed cells by master, fill, tap and decap left out, types with 2 or more instances in the layout:
cell / count
a31oi_1: 2
xnor2_1: 5
a21oi_1: 3
nand2_1: 3
clkbuf_8: 3
dfrtp_1: 20
clkdlybuf4s50_1: 23
nand3_1: 5
nor2b_1: 6
ha_1: 3
o21ai_0: 7
a22o_1: 7
xor2_1: 2
nor2_1: 13
and2_1: 2
nand4_1: 2
inv_1: 7
nor3_1: 5
and3_1: 5
power by group:
part           leakage [nW]  internal [W]  switching (W)
logic                 0.286    0.00000101     0.00000461
clock network        0.0216     0.0000744      0.0000703
registers             0.270      0.000225              0
total                 0.577      0.000300      0.0000749
final timing paths:
| kind | start | to | slack [ps] |
|---|---|---|---|
| max reg2reg | h_count[0] | v_count[6] | 1700 |
| max in group asynchronous | rst | v_count[8] | 2170 |
| min | h_count[0] | h_count[0] | 560 |
| min reg2reg | h_count[0] | h_count[0] | 560 |
| min in group asynchronous | rst | h_count[5] | 930 |
| max | v_count[6] | vsync | 1270 |
registers in the layout (all words and copies together), names as in the netlist:
name,count
h_count,10
v_count,10
final cells by class:
type	instances	area, um2
multi-input combinational	79	519.2
inverter	7	26.28
tap	129	161.4
fill	1053	7797
clock buffer	3	41.29
sequential	20	500.5
timing repair buffer	24	237.7
stage by stage:
step | area [um2] | utilization [%] | setup WS, ps | total power (W)
floorplan | 1076 | - | 2093 | 0.0002323
global placement | 1445 | 15.57 | 1537 | 0.0002350
detailed placement | 1445 | 15.57 | 1538 | 0.0002350
CTS | 1486 | 16.01 | 1246 | 0.0003824
global route | 1486 | 16.01 | 1172 | 0.0003934
finish | 1486 | 16.01 | 1266 | 0.0003748
metal layers:
metal,up-vias,share of wire (%),GRT usage [%],wire (um)
met3,2,2.9,0.4861,79
met5,-,0,0,0
li1,434,-,-,-
met4,0,2.0,0.9274,54
met1,436,41,4.657,1106
met2,18,54,6.713,1445
Power figures rest on the tool's default switching activity, not on a simulated workload.
