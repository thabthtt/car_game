==> flow/design.v <==
module collision_detector (
    input wire clk,
    input wire reset,
    input wire [9:0] car_x,
    input wire [9:0] car_y,
    input wire [9:0] car_width,
    input wire [9:0] car_height,
    input wire [9:0] traffic_x,
    input wire [9:0] traffic_y,
    input wire [9:0] traffic_width,
    input wire [9:0] traffic_height,
    output reg collision
);
    always @(posedge clk or posedge reset) begin
        if (reset) begin
            collision <= 0;  
        end else begin
            if ((car_x < traffic_x + traffic_width) && 
                (car_x + car_width > traffic_x) && 
                (car_y < traffic_y + traffic_height) && 
                (car_y + car_height > traffic_y)) begin
                collision <= 1;  
            end else begin 
                collision <= 0;  
            end
        end
    end
endmodule
==> flow/run.sh <==
#!/bin/bash
# OpenROAD 26Q1-2900-gdf79404cd8, Yosys 0.63+post, stock flow scripts
make -C /OpenROAD-flow-scripts/flow DESIGN_CONFIG=/design/flow/config.mk WORK_HOME=/design/flow/orfs finish
==> flow/config.mk <==
export PLATFORM = sky130hd
export DESIGN_NAME = collision_detector
export DESIGN_NICKNAME = collision_detector
export VERILOG_FILES = /design/flow/design.v
export SDC_FILE = /design/flow/constraint.sdc
export NUM_CORES = 4
export LEC_CHECK = 1
export CORE_AREA = 10 10 102 102
export DIE_AREA = 0 0 112 112
==> flow/constraint.sdc <==
current_design collision_detector

set clk_period 1.0
set clk_io_pct 0.2

create_clock -name clk0 -period $clk_period [get_ports {clk}]

set non_clock_inputs [all_inputs -no_clocks]
set_input_delay [expr $clk_period * $clk_io_pct] -clock clk0 $non_clock_inputs
set_output_delay [expr $clk_period * $clk_io_pct] -clock clk0 [all_outputs]
==> notes.md <==
The run finished, with violations left. The final reports fail on negative setup slack. The report lists the power per cell area as 660 mW/mm^2. The tools report the sort of element at the end of the critical path as a register. For the iteration tally of the first detailed-router pass, the log shows 4. After routing the design area is 0.00451 mm^2.

The wire-length estimate of the detail-placed layout is 6.75 mm. For the overall fraction of global-route tracks in use, the log shows 11.9%. Max-cap violations in this run came to 0. The count of library flops with an enable pin is 0. The share of flip-flops with an asynchronous set or reset after synthesis was 100%; the tally of yosys warning messages was 1.

The number of antenna violations at the first check in global routing is 1, and the synthesized instance count is 306. The die area is 0.0125 mm^2, and the delay contributed by the slowest stage of the critical path is 0.56 ns. The worst path needs 2.91 ns of the cycle, external delays included. The layout overhead on the synthesized area works out to 87.0%.

In this run the worst hold path is classified as input pin to async pin. The final weighted congestion recorded by global placement is 0.851. The run gives 0.00241 mm^2 for the Yosys chip area.

With the worst setup slack before clock tree synthesis at -2.33 ns, the stage-log warning count is 31. Summing all placed instances gives a cell area of 0.00407 mm^2. The run gives 306 as the total cells reported by yosys after synthesis. In the routed layout, each cell is associated on average with a via count of 4.83. The leakage power in the latest report is 2.20 nW. In this run the count of I/O pins placed on the die edge is 83. The fraction of synthesized cell area taken by the top area cell type works out to 38.4%.

The main area contributors are ha_1 (38%), xor2_1 (6.5%), xnor2_1 (5.1%), inv_1 (4.7%), nor2_1 (3.6%). The share of final-layout standard cells stronger than drive strength 1 is 38.5%, and the maximum number of pins on one net before global-route repair is 6. The largest registers in the layout are collision (1). Summing over every cut layer, the via total after detailed routing is 2893.

Signal routing reaches up to met5. Before placement the cells fill 29.4% of the core. The wire length per cell is 13.1 um, and the port buffer count is 82. The achievable clock frequency was 0.343 GHz.

The tools report the type of origin of the critical path as an input pin. Per the log, the first TritonRoute iteration ended with a DRC count of 33. Number of library cell types mapped by synthesis: 36. Summed over all instances, the cell type with the most area after synthesis is ha_1. The worst-case headroom to the max-slew limit is 63.0%, and the register share after synthesis is 1.04%. A synthesized cell averages 7.88 um^2. The die is 112 um wide.

The run gives -1.91 ns as the worst setup slack after layout. The tools report the via count of the first global-routing pass as 3024. After clock tree synthesis, the clock-pin slew on the worst setup and hold paths is 0 ns.

The flip-flop count of the largest register, all copies and words added is 1. Counting pins that exceed their max-slew limit in the final report gives 0. The arrival time of data at the critical path endpoint is 2.81 ns. Counting endpoints that fail hold in the final report gives 0. The mapped netlist covers 0.00241 mm^2. The tools report the number of rows in the core area as 33.

The cell with the largest stage delay on the worst path is or4_4. The critical path goes through dlygate4sd2_1 > ha_4 > nand3_1 > o211ai_1 > or4_4 > and3_4 > a211oi_2 > ha_1 > and4_1 > nand4_1 > nor4bb_4 > o21ai_1 > nor4_1. The routed length on met2 is 3.70 mm, and the remaining global-route overflow is 0.

The startpoint-to-endpoint class of the critical path is input pin to register. The synthesis report names the predominant flop master as dfrtp_1. The number of setup violations in the final report came out at 1.

The number of placed instances with taps included was 586. The run gives 112 um for the chip height. The launch point of the worst path was car_y[3].

The final timing summary puts the cycle share of the worst path at 291%. TritonRoute reported its final design rule violation total as 0. Setup repair after global routing could not meet its margin everywhere. Pin slew with the least headroom to its limit: 0.548 ns. The run gives 0.89 ns for the data required time of the critical path. Met1 layer wirelength in the final routing: 3.71 mm.

For this run, the number of standard cells in the final layout without fillers is 599. The largest register by flop count is collision. The layout has 711 filler cells. The total core area was 0.00822 mm^2.

The first global-routing pass estimated 13.1 mm of wire. Nets still carrying antenna violations after routing amount to 0. The maximum fanout along the worst path was 3; the met3 wire length was 396 um. The wire length recorded after detailed routing is 7.85 mm.

Antenna repair during routing inserted a diode count of 0. VDD sags by at most 0.000274 V. The flop and latch count out of synthesis was 1.
==> placed cells by master (no fill, tap or decap), types with 3 or more instances in the layout <==
cell,instances
a21oi_4,3
and3_1,4
a21oi_1,10
xnor2_1,14
buf_2,14
or4_4,4
inv_1,30
clkdlybuf4s15_1,7
fa_2,3
nand2_1,8
o211ai_1,7
ha_4,19
nor3_1,9
dlymetal6s2s_1,10
nor4_1,3
nand2b_1,4
clkdlybuf4s15_2,4
clkbuf_2,6
nand3_1,9
nor2b_1,7
o22ai_2,3
dlygate4sd2_1,5
a211oi_2,6
or3_1,4
clkdlybuf4s50_1,33
nand4_1,5
ha_2,4
buf_4,106
xor2_1,17
ha_1,51
a21o_1,6
nor2_1,22
o21ai_1,6
o21a_1,4
o21ai_0,7
==> timing repair <==
item	in CTS	in global routing
setup buffers	12	1
pin swaps	54	44
gates resized	153	47
hold buffers	0	0
endpoints found under the setup margin	2	1
==> routing by layer <==
layer	GRT usage [%]	vias up
met3	2.44	4
li1	-	1533
met4	0.423	2
met5	0	-
met2	20.6	55
met1	15.5	1299
==> synth_stat cells, types with 6 or more instances <==
cell       n
a211oi_1   7
a21o_1     6
a21oi_1   13
and3_1     6
ha_1      74
inv_1     30
nand2_1   10
nand3_1   11
nor2_1    23
nor2b_1    7
nor3_1    10
o211ai_1   7
o21ai_0   13
xnor2_1   14
xor2_1    18
==> critical path, delay by kind of cell <==
kind / cells / cell delay, ns
AND-OR/OR-AND: 3 / 0.39
adder cells (fa/ha/maj): 2 / 0.49
buffers and inverters: 1 / 0.27
AND/OR/NAND/NOR: 7 / 1.45
==> where the power goes <==
| part | total, mW | switching (mW) | internal, mW |
|---|---|---|---|
| clock network | 0 | 0 | 0 |
| registers | 0.0496 | 0.00260 | 0.0470 |
| logic | 2.93 | 1.25 | 1.68 |
| total | 2.98 | 1.25 | 1.73 |
==> cells by family (layout without fill, tap and decap cells) <==
family          after synthesis  in the layout  share of synthesized area (%)
buf+inv                      30            218                           4.67
flops                         1              1                           1.04
simple gates                 94             94                           20.7
compound gates               71             71                           20.3
xor+xnor                     32             32                           11.6
fa+ha+maj                    78             78                           41.7
==> per-stage QoR <==
stage                     utilization (%)  power, mW  hold slack [ns]  setup TNS [ns]
after floorplan                         -       1.44          -0.0713           -1.59
after global placement               49.5       2.54            0.357           -2.34
after detailed placement             49.5       2.56            0.363           -2.33
after CTS                            53.4       2.83            0.363           -2.04
after global routing                 54.9       3.35            0.368           -2.08
final                                54.9       2.98            0.356           -1.91
==> worst paths after layout <==
kind                                  endpoint  cells past startpoint
min in group clk0                    collision                      1
worst min-delay path       collision$_DFF_PP0_                      2
max in group asynchronous  collision$_DFF_PP0_                      2
worst max-delay path       collision$_DFF_PP0_                     13
==> cell type report <==
cell class              instances  area, um^2  area share [%]
inverters                      30         113            2.50
multi-input cells             275        2690            59.7
flip-flops and latches          1        25.0           0.555
repair buffers                188        1550            34.3
well taps                     105         131            2.91
Power figures rest on the tool's default switching activity, not on a simulated workload.
