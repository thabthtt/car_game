`./config.mk`:
```
export PLATFORM = sky130hd
export DESIGN_NAME = traffic_visual
export DESIGN_NICKNAME = traffic_visual
export VERILOG_FILES = /design/flow/design.v
export SDC_FILE = /design/flow/constraint.sdc
export NUM_CORES = 4
export LEC_CHECK = 1
export CORE_AREA = 10 10 73 73
export DIE_AREA = 0 0 83 83
```
`./constraint.sdc`:
```
current_design traffic_visual

set clk_period 3.0
set clk_io_pct 0.2

create_clock -name clk0 -period $clk_period

set non_clock_inputs [all_inputs -no_clocks]
set_input_delay [expr $clk_period * $clk_io_pct] -clock clk0 $non_clock_inputs
set_output_delay [expr $clk_period * $clk_io_pct] -clock clk0 [all_outputs]
```
`./design.v`:
```
module traffic_visual(
    input wire [9:0] h_count,
    input wire [9:0] v_count,
    input wire [9:0] column_start,
    input wire [9:0] traffic_y_position,
    input wire traffic_active,
    output reg traffic_visible
);
parameter TRAFFIC_WIDTH = 80;
parameter TRAFFIC_HEIGHT = 80;
always@(*) begin 
 traffic_visible = traffic_active && 
                         (h_count >= column_start + (TRAFFIC_WIDTH - 20)) && (h_count < column_start + (TRAFFIC_WIDTH + 60)) && 
                         (v_count >= traffic_y_position) && (v_count < traffic_y_position + TRAFFIC_HEIGHT);
end 
endmodule
```
`./run.sh`:
```
#!/bin/bash
# OpenROAD 26Q1-2900-gdf79404cd8, Yosys 0.63+post, stock flow scripts
make -C /OpenROAD-flow-scripts/flow DESIGN_CONFIG=/design/flow/config.mk WORK_HOME=/design/flow/orfs finish
```
==> results_tabular.tex <==
% Table of physical implementation metrics
\begin{tabular}{lr}
\hline
Metric & Value \\
\hline
\multicolumn{2}{l}{\textbf{Outcome}} \\
Status & complete, no violations \\
\multicolumn{2}{l}{\textbf{Timing}} \\
Final hold violation count & 0 \\
Unrepaired setup endpoints after global routing & yes \\
Max\_slew headroom & 76.0\% \\
Fmax & 0.338 GHz \\
Cycle use final & 98.7\% \\
Max-slew violation count & 0 \\
Final sum of negative setup slack & 0 ps \\
Slew at the pin closest to its max-slew limit & 351 ps \\
Final period demand of the worst path & 2960 ps \\
Setup violation total in the final timing report & 0 \\
\multicolumn{2}{l}{\textbf{Floorplanning}} \\
Die Outline Area & 6890 um\^{}2 \\
Die width & 83 um \\
Number of primary I/O pins & 42 \\
Area of the core region & 3740 um\^{}2 \\
Starting utilization of the core area & 28.8\% \\
Y dimension of the die & 83 um \\
Count of standard-cell rows & 22 \\
\multicolumn{2}{l}{\textbf{Place}} \\
Detail Placement HPWL & 2600 um \\
Final weighted congestion in routability-driven placement & 0.850 \\
Port-buffer cells & 42 \\
Total placed instance area & 1770 um\^{}2 \\
\multicolumn{2}{l}{\textbf{Setup path}} \\
Critical path arrival & 2360 ps \\
Class of the most critical setup path & input port to primary output \\
Cells along the critical path & dlygate4sd2\_1 > buf\_4 > a21o\_1 > xnor2\_1 > ha\_1 > a21o\_1 > a211oi\_2 > a221oi\_2 > nor3\_2 > buf\_2 \\
Family with the most delay on the worst path & AND-OR/OR-AND gates \\
Max incr delay on CP & 290 ps \\
Worst Path Required & 2400 ps \\
Most frequent cell on the critical path & a21o\_1 \\
CP Buf/Inv Count & 3 \\
Crit Path Max Fanout & 4 \\
Crit path capture type & primary output \\
Type of origin of the critical path & input port \\
Slowest cell on the critical path & ha\_1 \\
\multicolumn{2}{l}{\textbf{Worst hold path}} \\
Hold Crit Class & input port to primary output \\
\multicolumn{2}{l}{\textbf{Synthesis}} \\
Largest non-sequential cell family by area & adder cells \\
Number of instances in the synthesized netlist & 140 \\
Yosys stat area & 1080 um\^{}2 \\
Xor/xnor cell area share of the yosys netlist & 12.2\% \\
Cell with the most instances after synthesis & ha\_1 \\
Mapped Avg Cell Area & 7.71 um\^{}2 \\
Proportion of synthesized area in mux cells & 0\% \\
Largest area contributor in the synthesized netlist & ha\_1 \\
Commonest cells post-synth & ha\_1, inv\_1, nand2\_1, a21oi\_1, xnor2\_1 \\
Share of synthesized cell area in and, or, nand and nor gates & 15.2\% \\
Cell count listed in synth\_stat.txt & 140 \\
Main area contributors after synthesis & ha\_1, xnor2\_1, xor2\_1, inv\_1, a21oi\_1 \\
Arithmetic-cell share of the synthesized area counting full adders, half adders and majority gates & 39.4\% \\
Portion of synthesized cell area occupied by the leading cell type & 39.4\% \\
Post-synth seq share & 0\% \\
YS warnings & 1 \\
And-or/or-and share of the synthesized area & 27.2\% \\
Yosys cell types & 31 \\
Post-Synthesis Cell Area & 1080 um\^{}2 \\
\multicolumn{2}{l}{\textbf{Job}} \\
Tool warnings & 34 \\
Max-Cap Viols & 0 \\
\multicolumn{2}{l}{\textbf{Route}} \\
Final ANT Viol Nets & 0 \\
Number of design rule violations left after detail routing & 0 \\
Diode insertion count for antenna repair & 0 \\
Routed length per placed instance & 11.2 um \\
Overall via count from detail\_route & 1222 \\
Via density per instance & 4.66 \\
Routed WL & 2930 um \\
Number of DRC markers after the initial detailed-route iteration & 15 \\
Router iterations before antenna repair & 2 \\
\multicolumn{2}{l}{\textbf{Finish}} \\
Count of clock-net buffers in the final layout & 0 \\
Seq\_cells & 0 \\
Proportion of layout cells with a drive suffix above 1 & 32.2\% \\
FF+latch area & 0 um\^{}2 \\
Area growth, synth to finish & 75.2\% \\
Fillcell total & 349 \\
Post-Layout Inst Area & 1890 um\^{}2 \\
\multicolumn{2}{l}{\textbf{Global routing}} \\
Via count of the first global-routing pass & 1228 \\
Total gr overflow & 0 \\
Total global routing track utilization & 7.73\% \\
First-pass GRT wire length & 4990 um \\
Maximum number of pins on one net before global-route repair & 7 \\
Antenna violations before repair & 0 \\
\multicolumn{2}{l}{\textbf{Power}} \\
Total leakage power & 0.000917 uW \\
Pwr Density & 154 nW/um\^{}2 \\
Total power of the final layout & 291 uW \\
Maximum vdd drop & 0.0000691 V \\
\hline
\end{tabular}
[placed cells by master, fill, tap and decap left out, types with 2 or more instances in the layout]
| cell type | Yosys | routed |
|---|---|---|
| a2111oi_2 | 0 | 2 |
| a211o_1 | 2 | 2 |
| a21o_1 | 4 | 4 |
| a21oi_1 | 8 | 4 |
| a21oi_2 | 1 | 5 |
| buf_2 | 1 | 5 |
| buf_4 | 0 | 31 |
| buf_6 | 0 | 4 |
| clkdlybuf4s50_1 | 0 | 28 |
| dlygate4sd2_1 | 0 | 5 |
| ha_1 | 34 | 31 |
| ha_4 | 0 | 2 |
| inv_1 | 16 | 12 |
| inv_2 | 0 | 4 |
| nand2_1 | 9 | 7 |
| nand2_2 | 0 | 2 |
| nand2b_1 | 5 | 5 |
| nor2_1 | 6 | 3 |
| nor2_4 | 1 | 3 |
| nor3_1 | 4 | 3 |
| nor3_2 | 1 | 2 |
| o2111ai_1 | 2 | 2 |
| o211ai_1 | 2 | 2 |
| o21a_1 | 4 | 4 |
| o21ai_0 | 7 | 4 |
| o21ai_1 | 4 | 5 |
| o21ai_2 | 0 | 2 |
| xnor2_1 | 8 | 8 |
| xor2_1 | 7 | 7 |
[cell type report]
| cell class | count | area [um^2] | area share, % |
|---|---|---|---|
| inverters | 16 | 60.1 | 3.17 |
| well taps | 48 | 60.1 | 3.17 |
| multi-input cells | 123 | 1130 | 59.6 |
| repair buffers | 75 | 644 | 34.1 |
[through the flow]
step | util (%) | std cells | hold slack [ps] | setup slack [ps]
after floorplan | - | 140 | 1430 | 215
after global placement | 47.2 | 257 | 2450 | -875
after detailed placement | 47.2 | 257 | 2430 | -886
after CTS | 48.8 | 260 | 1950 | 0.216
after global routing | 50.5 | 262 | 2010 | -107
final | 50.5 | 262 | 1920 | 38.9
[where the power goes]
group / internal, uW / leakage, uW / switching [uW]
Combinational: 165 / 0.000917 / 126
Clock: 0 / 0 / 0
Sequential: 0 / 0 / 0
[timing repair]
item	4_1_cts	5_1_grt
pin swaps	21	14
hold buffers	0	0
setup buffers	3	2
setup endpoints to repair	1	1
gates resized	56	19
[logic make-up after synthesis]
family,after synthesis
compound gates,43
simple gates,31
buf+inv,17
fa+ha+maj,34
xor+xnor,15
[routing by layer]
metal	track usage [%]	wire [um]
met5	0	0
met4	0	0
met3	1.08	89
met2	11.7	1330
met1	11.8	1520
[tightest hold or removal path: stages]
cell and delay (ps):
dlymetal6s2s_1 120, buf_4 130, and2_1 140, a221oi_2 70
nor3_2 150, buf_2 110
[final timing paths]
kind              end  slack, ps             from  depth (start not counted)
min   traffic_visible       1920  column_start[9]                          6
max   traffic_visible         40  column_start[7]                         10
Power is estimated from default activity; no workload was simulated.
